`design/flow/run.sh`:
```
#!/bin/bash
# OpenROAD 26Q1-2900-gdf79404cd8, Yosys 0.63+post, stock flow scripts
make -C /OpenROAD-flow-scripts/flow DESIGN_CONFIG=/design/flow/config.mk WORK_HOME=/design/flow/orfs finish
```
`design/flow/config.mk`:
```
export PLATFORM = sky130hd
export DESIGN_NAME = fourbitcounter
export DESIGN_NICKNAME = fourbitcounter
export VERILOG_FILES = /design/flow/design.v
export SDC_FILE = /design/flow/constraint.sdc
export NUM_CORES = 4
export LEC_CHECK = 1
export CORE_AREA = 10 10 70 70
export DIE_AREA = 0 0 80 80
```
`design/flow/constraint.sdc`:
```
current_design fourbitcounter

set clk_period 1.5
set clk_io_pct 0.2

create_clock -name clk0 -period $clk_period [get_ports {clock}]

set non_clock_inputs [all_inputs -no_clocks]
set_input_delay [expr $clk_period * $clk_io_pct] -clock clk0 $non_clock_inputs
set_output_delay [expr $clk_period * $clk_io_pct] -clock clk0 [all_outputs]
```
`design/flow/design.v`:
```
`timescale 1ns / 1ps
module fourbitcounter(count,clock,enable,rst);
input clock,enable,rst;
output reg [3:0] count;
always@(posedge clock or posedge rst)
begin
if (rst)
count=4'b0000;
else if(enable)
count=count+4'b0001;
end
endmodule
```
==> flow_summary.ini <==
; yosys + openroad results
[status]
status = finished, final reports clean

[grt]
overflow = 0
grt.total_usage = 0.0153
grt_start_max_net_pins = 5
grt_pass1_wl_um = 717
grt_antenna_before_repair = 0
grt_pass1_vias = 147

[power_and_ir_drop]
power.total_mw = 0.563
switching_share = 0.279
ir_drop_uv = 778
p_seq_frac = 0.400
p_comb_frac = 0.367
intPower_mw = 0.406
powerDensity_nw_per_um2 = 1850
p_leak_nw = 0.112
power.share.clock = 0.233
netSwitchingPower_mw = 0.157

[cts]
clk_pin_slew_worst_paths_ps = 40
insertion_delay_ps = 240
root_buffer = clkbuf_4
post-cts-setup-buffers = 0
clkSinkCount = 4
cts_tree = done
htreeDepth = 1
cts_made_buffers = 3
clockBufferDepth = 2
cts_resized = 0
cts_hold_buffers = 0

[flow_run]
tool_warnings = 25
cap_violations = 0

[floorplan]
initial_core_util = 0.0480
die_h_um = 80
num_rows = 21
chipWidth_um = 80
dieArea_um2 = 6400
core_area_um2 = 3420
ioPinCount = 7

[setup_path]
setup.worst_path.start_class = register
worst-path-max-fanout = 3
slowest_delay_ps = 540
cp-end-kind = primary output
path_buffers = 1
required_ps = 1200
crit_family = buffers and inverters
critical_path.slowest_cell = clkdlybuf4s50_1
worstPathArrival_ps = 1160
crit_type = register to primary output
path_cells = clkdlybuf4s50_1

[synthesis]
netlist_area_um2 = 164
synth_cells = 12
synth.avg_cell_area_um2 = 13.7
yosys.cell_types.count = 8
yosys-stat-cells = 12
ys.flops = 4
ys_area_um2 = 164
yosysTopAreaCell = dfrtp_1
area_leaders = dfrtp_1 (61%), xnor2_1 (11%), ha_1 (7.6%)
yosys_warnings = 1
ys_seq_frac = 0.611
top_area_frac = 0.611

[routing]
drc_errors = 0
vias = 123
antenna_left = 0
antenna_cells = 0
drt_iter0_drc = 3
wl_um = 443
routedWlPerCell_um = 6.61
vias_per_cell = 1.84
firstDrtPassIters = 2

[timing]
clock-skew-final_ps = 6.45
fin_crit_sh = 0.972
hold_viol_final = 0
final_max_slew_viol_count = 0
period_minus_slack_ps = 1460
finalSetupViolCount = 0
tns_ps = 0
worst_pin_slew_ps = 175
timing.fmax_mhz = 686
rsz0062_at_grt = no
holdWs_ps = 257
relSlewSlack = 0.883

[placement]
numPortBuffers = 6
gp_congestion = 0.641
placed_cells = 64

[layout]
post_layout_nonfiller_instances = 67
num-fill-cells = 407
drive_gt1_frac = 0.190
syn_to_final_growth_pct = 85.5
fin_util = 0.0890
largest_reg_flops = 4

[min_path]
min_path_type = primary input to async pin
-- cell usage in the layout (no fill, tap or decap) --
cell type / instances
xnor2_1: 2
nand4_1: 1
dfrtp_1: 4
clkdlybuf4s50_1: 6
mux2_2: 1
nand2_1: 1
xor2_1: 1
clkbuf_4: 3
inv_1: 1
ha_1: 1
-- power groups by stage --
stage / Clock, mW / Sequential [mW] / Combinational, mW
finish: 0.131 / 0.225 / 0.207
global route: 0.149 / 0.234 / 0.232
CTS: 0.138 / 0.227 / 0.207
-- worst paths after layout --
check,slack [ps],from,end,cells after the start
setup / recovery,40,count[2],count[2],1
hold / removal,260,rst,count[3],2
setup reg to reg,410,count[0],count[1],2
hold reg to reg,480,count[3],count[3],1
max in group asynchronous,1090,rst,count[1],2
min in group clk0,480,count[3],count[3],1
-- cell usage after synthesis (all sizes together) --
cell	instances
nand4	1
ha	1
inv	1
dfrtp	4
xnor2	2
mux2	1
xor2	1
nand2	1
-- layer usage --
metal  wire, um  track usage  vias up
met3         24       0.0114        0
met5          0            0        -
met1        297       0.0240       57
li1           -            -       59
met2        121       0.0136        7
met4          0      0.00528        0
-- area by class of cell --
cell class                      instances  area (um^2)  share of cell area
Timing Repair Buffer                    6         60.1               0.198
Tap cell                               46         57.6               0.189
Clock buffer                            3         22.5              0.0741
Sequential cell                         4          100               0.329
Inverter                                1         3.75              0.0123
Multi-Input combinational cell          7         60.1               0.198
-- stage by stage --
step	setup WS [ps]	area, um^2
CTS	32.9	304
finish	42.6	304
floorplan	467	164
detailed placement	163	282
global route	6.58	304
global placement	207	282
-- logic make-up (layout without fill, tap and decap cells) --
group                    Yosys count  in the layout  share of synthesized area
buffers and inverters              1             10                     0.0229
multiplexers                       1              1                     0.0687
adder cells (fa/ha/maj)            1              1                     0.0763
AND/OR/NAND/NOR                    2              2                     0.0611
XOR/XNOR                           3              3                      0.160
flip-flops                         4              4                      0.611
Power figures rest on the tool's default switching activity, not on a simulated workload.
