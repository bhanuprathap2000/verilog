==> /design/flow/design.v <==
`timescale 1ns / 1ps
module adderwithflags(X,Y,Z,sign,carry,zero,parity,overflow);
input [15:0]X,Y;
output [15:0]Z;
output sign,carry,zero,parity,overflow;
assign {carry,Z}=X+Y; 
assign sign=Z[15]; 
assign zero=~|Z; 
assign parity=~^Z;
assign overflow=(X[15] & Y[15] & ~|Z[15] | ~X[15] & ~Y[15] & Z[15]);
endmodule
==> /design/flow/run.sh <==
#!/bin/bash
# OpenROAD 26Q1-2900-gdf79404cd8, Yosys 0.63+post, stock flow scripts
make -C /OpenROAD-flow-scripts/flow DESIGN_CONFIG=/design/flow/config.mk WORK_HOME=/design/flow/orfs finish
==> /design/flow/constraint.sdc <==
current_design adderwithflags

set clk_period 14.2
set clk_io_pct 0.2

create_clock -name clk0 -period $clk_period

set non_clock_inputs [all_inputs -no_clocks]
set_input_delay [expr $clk_period * $clk_io_pct] -clock clk0 $non_clock_inputs
set_output_delay [expr $clk_period * $clk_io_pct] -clock clk0 [all_outputs]
==> /design/flow/config.mk <==
export PLATFORM = sky130hd
export DESIGN_NAME = adderwithflags
export DESIGN_NICKNAME = adderwithflags
export VERILOG_FILES = /design/flow/design.v
export SDC_FILE = /design/flow/constraint.sdc
export NUM_CORES = 4
export LEC_CHECK = 1
export CORE_AREA = 10 10 75 75
export DIE_AREA = 0 0 85 85
==> flow_results.org <==
#+TITLE: Implementation results

** Status
- The flow ran to the end, and the final reports show no timing, DRC or antenna violations.

** Cells and area
- Most frequently placed logic cells in the final layout :: sky130_fd_sc_hd__clkdlybuf4s50_1, sky130_fd_sc_hd__ha_1, sky130_fd_sc_hd__inv_1
- Total number of sequential cells :: 0
- From synthesis to final layout, the design area changed by 51.02%.
- Post-route cell area :: between 1500 and 2000 µm²
- Leaving out fill and tap cells, the most frequent cell in the layout is sky130_fd_sc_hd__clkdlybuf4s50_1.
- Area occupied by registers :: 0 µm²
- In the final layout, the clock buffer count is 0.
- Filler-free cell count of the finished design :: 241
- Final core utilization :: 41.26%
- Share of layout cells above drive strength 1 :: 6.806%

** STA
- The final timing report gives a worst setup slack of around 5 ns.
- Time the final worst path needs with I/O delays and setup :: 9.181 ns
- Achievable Freq :: 0.1089 GHz
- Adding up every negative setup slack in the final design gives 0 ns.
- For reference, the final report shows the hold violation count at 0.
- Post-layout period usage :: 64.65%
- For this run, the final setup violation count is recorded as 0.
- The pin closest to its max-slew limit shows a slew of 0.3689 ns.
- In this run the tightest slew margin relative to its limit is 75.15%.
- Hold_ws :: 6.735 ns
- Setup repair after global routing left no endpoint under its margin.
- Count of pins over their slew limit :: 0

** Worst setup path
- The report lists the cells along the critical path as clkdlybuf4s50_1 > ha_1 > inv_1 > fa_1 > nor2b_4 > o31a_1 > o31a_4 > a31oi_4 > mux2i_1 > o2111a_1 > ha_1 > xnor2_1 > xnor2_1 > xnor2_1 > clkdlybuf4s50_1.
- The worst setup path is captured at a primary output.
- For this run, the slowest stage of the critical path takes 0.48 ns.
- Buffers plus inverters on the worst setup path :: 3
- Nature of the critical path startpoint :: input port
- The critical path crosses 15 cells after its start point.
- Most common cell on crit path :: sky130_fd_sc_hd__xnor2_1
- Along the worst path, the maximum fanout reaches 4.
- Cell type group with the largest total delay on the critical path :: AND-OR/OR-AND gates
- Slowest stage cell on the critical path :: sky130_fd_sc_hd__clkdlybuf4s50_1
- Data arrives at the worst endpoint at approximately 6.3 ns.
- The worst setup path is of the input port to primary output kind.
- At the worst endpoint, the required time is 11.36 ns.

** Global route
- Number of global-route vias before repair :: 1140
- Global routing consumed, over all layers together, around 7.7% of the routing resources.
- Entering global routing, the biggest net connects 11 pins.
- The initial antenna violation count came to 0.
- The first global-routing pass estimated 4968 µm of wire.
- Final global-route overflow total :: 0

** Clocking
- Post-CTS repair ended up resizing 0 cells.
- For this design, the CTS-stage hold fixing added 0 buffers.
- Once the clock tree was built, the setup fixing pass inserted 0 buffers.

** Worst hold path
- In this run the most critical hold path is launched from Y[0].
- The most critical min-delay path falls under input port to primary output.
- Hold Crit Endpoint :: Z[0]
- The worst hold path passes through 3 cells.

** Floorplanning
- The floorplan report gives the top-level pin count as 53.
- The share of the core area taken by cells at floorplan is a little over a quarter.
- The chip occupies 7225 µm².
- Number of core rows :: 23
- According to the floorplan report, the die height is 85 µm.
- Horizontal die dimension :: 85 µm
- The total area inside the core boundary comes to ~4100 µm².

** Run
- Number of maximum-capacitance violations :: 0
- The logs give a warning total of 33.

** Drt
- After detailed routing, the average wire length per cell comes to 12.27 µm.
- Final antenna diode count :: 0
- Total routed wirelength :: 2958 µm
- Number of search-and-repair iterations in the first detailed-routing pass :: 4
- For this run, design rule violations remaining after detail routing come to 0.
- Detailed-route iteration 0 reported a violation count of 34.
- Number of vias in the routed layout :: 1086
- Post-detailed-route via-to-cell ratio :: 4.506
- Antenna-violating nets left :: 0

** Synth
- Summing every instance area after synthesis gives 1109 µm².
- Sequential fraction of the synthesis area :: 0%
- Post-synthesis, Yosys gives the total cell area as 1109 µm².
- Post-synthesis instance total :: 143
- Syn avg cell area :: roughly 7.8 µm²
- Count of yosys warnings during synthesis :: 0
- After synthesis, the netlist uses 41 different library cells.
- Yosys stat cell total :: 143

** Power
- Power Dens Cells :: roughly 74 nW/µm²
- After layout, the design draws a total of 123.6 µW.
- VDD sags by at most 0.03435 mV.
- Leakage power :: 0.7554 nW

** Placed design
- Placement Cell Area :: 1674 µm²
- Sum of net half-perimeters after detailed placement :: between 2000 and 3000 µm
- Number of buffer cells added on primary ports :: 53
- Worst setup slack after placement :: around 5.0 ns
- Routability Congestion :: 0.8199
- Number of placed instances, taps included :: 241
==> power breakdown <==
part	switching [mW]	total, mW	internal, mW
logic	0.0451	0.124	0.0785
registers	0	0	0
clock network	0	0	0
==> per-layer routing <==
layer	part of all wire [%]	track usage, %	wire length (µm)
met1	48	10.45	1431
met2	44	12.47	1306
met3	7.5	2.216	221
met4	0	0.1497	0
met5	0	0	0
==> area by class of cell <==
cell class	instances	area (µm²)
fillers	408	2384
inverters	18	67.56
multi-input cells	120	1013
well taps	50	62.56
repair buffers	53	530.5
==> worst max path at each step <==
| stage | startpoint | endpoint |
|---|---|---|
| CTS | X[0] | parity |
| global route | X[0] | parity |
| finish | X[0] | parity |
==> cells in the mapped netlist <==
library cell	n	area share [%]
sky130_fd_sc_hd__a21oi_1	10	4.5
sky130_fd_sc_hd__or2_2	1	0.56
sky130_fd_sc_hd__nand2b_1	1	0.56
sky130_fd_sc_hd__nand3_1	2	0.90
sky130_fd_sc_hd__buf_4	1	0.68
sky130_fd_sc_hd__buf_2	3	1.4
sky130_fd_sc_hd__nor2b_4	1	1.2
sky130_fd_sc_hd__nand3b_1	1	0.68
sky130_fd_sc_hd__nor3b_1	1	0.68
sky130_fd_sc_hd__nor2b_1	1	0.56
sky130_fd_sc_hd__o21ai_2	1	0.79
sky130_fd_sc_hd__o21a_1	2	1.4
sky130_fd_sc_hd__o31a_1	2	1.6
sky130_fd_sc_hd__xnor2_1	13	10
sky130_fd_sc_hd__a21o_2	2	1.6
sky130_fd_sc_hd__nand2_1	8	2.7
sky130_fd_sc_hd__o21bai_1	1	0.68
sky130_fd_sc_hd__mux2i_1	1	0.90
sky130_fd_sc_hd__a31oi_4	1	1.9
sky130_fd_sc_hd__fa_1	1	1.8
sky130_fd_sc_hd__o2111a_1	1	1.0
sky130_fd_sc_hd__o211ai_2	1	1.1
sky130_fd_sc_hd__o31a_4	1	1.6
sky130_fd_sc_hd__a211oi_1	2	1.4
sky130_fd_sc_hd__or2_4	1	0.79
sky130_fd_sc_hd__o2111ai_1	1	0.79
sky130_fd_sc_hd__o21ai_1	1	0.45
sky130_fd_sc_hd__inv_1	17	5.8
sky130_fd_sc_hd__a21o_1	7	4.7
sky130_fd_sc_hd__a41oi_2	1	1.5
sky130_fd_sc_hd__clkbuf_2	1	0.45
sky130_fd_sc_hd__a31o_2	1	0.79
sky130_fd_sc_hd__o21ai_0	9	4.1
sky130_fd_sc_hd__xor2_1	7	5.5
sky130_fd_sc_hd__mux2_1	1	1.0
sky130_fd_sc_hd__nor2_1	7	2.4
sky130_fd_sc_hd__o211ai_1	1	0.68
sky130_fd_sc_hd__inv_2	1	0.34
sky130_fd_sc_hd__nand4_1	2	1.1
sky130_fd_sc_hd__ha_1	25	28
sky130_fd_sc_hd__nor2_4	1	1.0
==> logic make-up after synthesis <==
| family | after synthesis | share of synthesized area, % |
|---|---|---|
| AOI/OAI and AO/OA | 45 | 30.47 |
| xor gates and xnor gates | 20 | 15.80 |
| adders and majority gates | 26 | 30.02 |
| buffers and inverters | 23 | 8.577 |
| muxes | 2 | 1.919 |
| and+or+nand+nor | 27 | 13.21 |
Power is estimated from default activity; no workload was simulated.
